`flow/run.sh`:
```
#!/bin/bash
# OpenROAD 26Q1-2900-gdf79404cd8, Yosys 0.63+post, stock flow scripts
make -C /OpenROAD-flow-scripts/flow DESIGN_CONFIG=/design/flow/config.mk WORK_HOME=/design/flow/orfs finish
```
`flow/config.mk`:
```
export PLATFORM = sky130hd
export DESIGN_NAME = ALU
export DESIGN_NICKNAME = ALU
export VERILOG_FILES = /design/flow/design.v
export SDC_FILE = /design/flow/constraint.sdc
export NUM_CORES = 4
export LEC_CHECK = 1
export CORE_AREA = 10 10 100 100
export DIE_AREA = 0 0 110 110
```
`flow/constraint.sdc`:
```
current_design ALU

set clk_period 2.3
set clk_io_pct 0.2

create_clock -name clk0 -period $clk_period [get_ports {clk}]

set non_clock_inputs [all_inputs -no_clocks]
set_input_delay [expr $clk_period * $clk_io_pct] -clock clk0 $non_clock_inputs
set_output_delay [expr $clk_period * $clk_io_pct] -clock clk0 [all_outputs]
```
`flow/design.v`:
```
`timescale 1ns / 1ps
module four_bit_adder_with_feedback (
    input [3:0] a,
    input clk,
    input rst,
    output reg [7:0] result
);
reg [3:0] b;
always @(posedge clk or posedge rst) begin
    if (rst) begin
        b <= 4'b0000;
        result <= 8'b0;
    end else begin
        result <= {4'b0, a + b};
        b <= result[3:0];
    end
end
endmodule
`timescale 1ns / 1ps
module ALU (
    input [3:0] a,
    input [3:0] b,
    input [1:0] sel,
    input clk,
    input rst,
    output reg [7:0] result
);
wire [7:0] adder_result, subtractor_result, multiplier_result;
wire [3:0] negation_result;
four_bit_adder_with_feedback adder (
    .a(a),
    .clk(clk),
    .rst(rst),
    .result(adder_result)
);
four_bit_subtractor_with_feedback subtractor (
    .a(a),
    .clk(clk),
    .rst(rst),
    .result(subtractor_result)
);
bit4multiplier multiplier (
    .multiplicand(a),
    .multiplier_input(b),
    .A_B(multiplier_result)
);
four_bit_negation negation (
    .a(a),
    .neg(negation_result)
);
always @(posedge clk or posedge rst) begin
    if (rst) begin
        result <= 8'b0;
    end else begin
        case (sel)
            2'b00: result <= adder_result;
            2'b01: result <= subtractor_result;
            2'b10: result <= multiplier_result;
            2'b11: result <= {4'b0, negation_result};
            default: result <= 8'b0;
        endcase
    end
end
endmodule
`timescale 1ns / 1ps
module bit4multiplier (
    input [3:0] multiplicand,
    input [3:0] multiplier_input,
    output reg [7:0] A_B
);
always @(*) begin
    A_B <= multiplicand * multiplier_input;
end
endmodule
`timescale 1ns / 1ps
module four_bit_negation (
    input [3:0] a,
    output [3:0] neg
);
assign neg = ~a;
endmodule
`timescale 1ns / 1ps
module four_bit_subtractor_with_feedback (
    input [3:0] a,
    input clk,
    input rst,
    output reg [7:0] result
);
reg [3:0] b;
always @(posedge clk or posedge rst) begin
    if (rst) begin
        b <= 4'b0000;
        result <= 8'b0;
    end else begin
        result <= {4'b0, a - b};
        b <= result[3:0];
    end
end
endmodule
```
==> Changelog: implementation <==
### Implementation results

* Status: complete, but fails checks
* Violated checks: negative setup slack
* Tool warnings at 28
* First-pass DRT Iterations at 4
* DP Wirelength at 2330 um
* Layout Utilization at 26.4%
* Latency at later pin at 0.26 ns
* Critical Path Fanout Max at 2
* Total I/O pin count at 20
* Port bufs at 19
* Clock transition at path regs at 0.08 ns
* Post-synth cell types at 23
* Antenna violations before repair at 0
* # hold bufs at CTS at 0
* Endpoint, Worst Hold: subtractor.b[0]$_DFF_PP0_
* Dominant logic cell types in the final layout: dfrtp_1 (24), buf_4 (17), inv_1 (14), ha_1 (14), and2_1 (12)
* CTS H-Tree Depth at 1
* Max VDD drop at 250 uV
* Max-cap viol count at 0
* RSZ-0062 raised after global routing: yes
* PwrDens at 781 mW/mm^2
* Core ar. at 0.00781 mm^2
* Final min period at 2.48 ns
* Setup CP Type: input pin to register
* R2R Path Start: subtractor.b[1]$_DFF_PP0_
* Top cells by area: dfrtp_1 (42%), ha_1 (16%), fa_1 (8.3%), mux4_1 (7.3%), and2_1 (5.2%)
* Crit path DRT at 2.43 ns
* Hold Fails Final Rpt at 0
* CTS Root Cell: clkbuf_8
* Post-synth seq share at 41.7%
* Post-synthesis chip area from yosys at 0.00144 mm^2
* Detailed-route via count at 953
* Diode count at 0
* Vias per inst at 3.69
* CTS tree: yes
* Crit path arrival time at 2.61 ns
* Hold WC Path Type: register to register
* Yosys stat cell total at 116
* Share of layout cells above drive strength 1 at 29.5%
* Crit Reg-Reg Endpoint: subtractor.result[3]$_DFF_PP0_
* Rel. slew slack at 74.2%
* Die y size at 110 um
* Gr usage total at 4.88%
* Die Area at 0.0121 mm^2
* Hold_sp: subtractor.result[0]$_DFF_PP0_
* Ys Warns at 4
* CTS buffer count at 3
* Mean Syn Cell Area at 12.4 um^2
* Startpoint types: input pin
* Post-synth top area share at 41.7%
* Period utilization at 108%
* Mapped Area at 0.00144 mm^2
* WL/cell at 11.0 um
* Die width at 110 um
* Max-slew violation count at 0
* Clock skew at 0.00607 ns
* TritonCTS Sinks at 24
* Final wirelength at 2840 um
* Final setup violation count at 4
* Area Growth Syn to Fin at 42.8%
* Max Root-Sink Buffers at 2
* DP Worst Slack at -0.932 ns
* Fmax at 404 MHz
* Vias in the first global route at 1062
* Initial Utilization at 18.5%
* Least-Margin Pin Slew at 0.386 ns
* R2R cell count at 5
* DRC at 0
* Setup crit end kind: register
* FF-to-FF setup slack at 1.04 ns
* Routability cong. at 0.784
* Post-Syn Instances at 116
* Final Worst Setup Slack at -0.178 ns
* First-pass GRT wire length at 4820 um
* GR Overflow Total at 0
* Worst Hold Path Cells at 0
* Top cell excl fill/tap: dfrtp_1
* Antenna-violating nets left at 0
* Power, Total at 0.00161 W
* Pleak at 0.944 nW
* Yosys top cell by area: dfrtp_1
* Initial DRC count at 32
* Largest net degree at the start of global routing at 25
* Post-synth regs at 24
* Core Rows at 32
-- metrics by stage --
stage                     TNS (ns)  hold WS, ns  cells  area, um^2
final                       -0.565        0.376    258        2060
after global routing        -0.844        0.382    258        2060
after CTS                   -0.458        0.380    257        2030
after detailed placement     -4.79        0.356    251        1890
after global placement       -4.73        0.355    251        1890
after floorplan             -0.734        0.346    116        1470
-- state kept, by name, indices dropped and copies added (netlist names) --
name and flops:
result 8, subtractor.result 4, subtractor.b 4, adder.result 4
adder.b 4
-- worst max-delay path by stage --
stage     from  cells past startpoint                  end
4_1_cts   b[1]                      7  result[3]$_DFF_PP0_
5_1_grt   b[1]                     11  result[7]$_DFF_PP0_
6_report  b[1]                      7  result[3]$_DFF_PP0_
-- critical path, cell delays in order --
cell,delay (ns)
buf_8,0.09
nand2_8,0.04
fa_1,0.54
inv_2,0.04
fa_2,0.55
fa_2,0.43
mux4_2,0.46
-- metal layers --
metal  wire [um]  global-route usage, %
met5           0                      0
met3          90                  0.999
met1        1330                   6.78
met4          42                  0.651
met2        1370                   7.96
-- layout make-up --
class | instances | area, um^2
timing repair buffer | 37 | 335
inverter | 16 | 60.1
sequential | 24 | 601
tap | 102 | 128
fill | 812 | 5750
clock buffer | 3 | 41.3
clock inverter | 1 | 30.0
multi-input combinational | 75 | 863
-- cells by family (layout without fill, tap and decap cells) --
logic type	Yosys count	after routing	share of synthesized area, %
compound gates	12	12	5.47
xor+xnor	8	8	4.86
fa+ha+maj	24	24	24.0
buf+inv	17	57	4.95
flops	24	24	41.7
mux	5	5	7.99
simple gates	26	26	11.1
-- cell usage after synthesis --
| library cell | count |
|---|---|
| xor2_1 | 2 |
| a21o_1 | 4 |
| and2_0 | 1 |
| mux4_1 | 4 |
| inv_1 | 15 |
| a21oi_1 | 4 |
| and2_1 | 12 |
| xnor2_1 | 6 |
| nand2_1 | 4 |
| o21ai_0 | 1 |
| fa_1 | 6 |
| inv_2 | 1 |
| dfrtp_1 | 24 |
| ha_1 | 18 |
| nor3b_1 | 1 |
| mux2i_1 | 1 |
| a211oi_1 | 2 |
| buf_6 | 1 |
| o311ai_1 | 1 |
| nor2_1 | 3 |
| nand2b_1 | 1 |
| nor3_1 | 3 |
| nor4b_4 | 1 |
-- power breakdown --
group,switching [W],internal [W]
clock,0.000125,0.000232
combinational,0.000234,0.000344
sequential,0.0000714,0.000600
-- what timing repair did --
action	in CTS	in global routing
setup buffers	2	1
endpoints found under the hold margin	0	0
resized	45	4
pin swaps	11	6
setup endpoints to repair	6	4
No activity file was given, so power comes from the tool's default toggle rates.
